**./design.v**
```verilog
module BCDssg(BCD, ssg);
    input [3:0] BCD;
    output reg [6:0] ssg;
	always @(*) begin
		case(BCD)
		 	4'h0: ssg = 7'b0000001;  
			4'h1: ssg = 7'b1001111;
			4'h2: ssg = 7'b0010010;
			4'h3: ssg = 7'b0000110;
			4'h4: ssg = 7'b1001100;
			4'h5: ssg = 7'b0100100;
			4'h6: ssg = 7'b0100000;
			4'h7: ssg = 7'b0001111;
			4'h8: ssg = 7'b0000000;
			4'h9: ssg = 7'b0000110;
			4'ha: ssg = 7'b0001000;
			4'hb: ssg = 7'b1100000; 
			4'hc: ssg = 7'b0110001; 
			4'hd: ssg = 7'b1000010; 
			4'he: ssg = 7'b0110000;
			4'hf: ssg = 7'b0111000;
		endcase
	end
endmodule
module alarmas(sel,sum,out);
    input [8:0] sum, sel;
    output reg [2:0] out;
    always @(sel) begin
        if(sel == 1'b0)begin
            if(sum < 52)begin
                out[0] <= 1'b0;
                out[1] <= 1'b1;
                out[2] <= 1'b1;
            end
            else if (sum < 256)begin 
                out[0] <= 1'b1;
                out[1] <= 1'b0;
                out[2] <= 1'b1;
            end
            else begin
                out[0] <= 1'b1;
                out[1] <= 1'b1;
                out[2] <= 1'b0;
            end     
        end else begin
            if(sum < 7)begin
                out[0] <= 1'b0;
                out[1] <= 1'b1;
                out[2] <= 1'b1;
            end
            else if (sum < 31)begin 
                out[0] <= 1'b1;
                out[1] <= 1'b0;
                out[2] <= 1'b1;
            end
            else begin
                out[0] <= 1'b1;
                out[1] <= 1'b1;
                out[2] <= 1'b0;
            end
        end
    end    
endmodule 
module bin2BCD(sum, bcd, clk, nseg);
    input clk;
    input  [8:0] sum;
    output reg [3:0] bcd;
    output reg [3:0] nseg;
    reg [1:0] sel;
    initial begin
        sel <= 2'b0;
        bcd <= 4'd0;
        nseg <= 4'b0000;
    end
    always @(posedge clk) begin
        sel = sel + 2'b1; 
        case (sel)
            2'b00: begin
                bcd = sum/1000;
                nseg = 4'b0111;
            end
            2'b01: begin
                bcd <= (sum/100)-((sum/1000)*10);
                nseg = 4'b1011;
            end
            2'b10: begin
                bcd <= (sum/10)-((sum/100)*10);
                nseg = 4'b1101;
            end
            2'b11: begin
                bcd <= sum-((sum/10)*10);
                nseg = 4'b1110;
            end
        endcase
    end
endmodule
module clockdiv #(parameter n = 50000000) (clkin, clkout);
    input   clkin;
    output reg clkout;
    reg [26:0] count = 0;
    initial begin
        clkout = 0;
    end
    always @(posedge clkin) begin
        count <= count  + 1;
        if (count == n-1) begin
            count <=0;
        end
        clkout <= (count-1<n/2)?1'b1:1'b0;
    end
endmodule
module sumador(sel, baterias, sum);
    input [15:0] baterias;
    input sel;
    output reg [8:0] sum;
    wire [8:0] sum_case0;
    wire [8:0] sum_case1;
    sumador8b sum8ins(
        .a(baterias[15:8]),
        .b(baterias[7:0]),
        .sum(sum_case0[7:0]),
        .cout(sum_case0[8])
    );
    wire [4:0] sum1, sum2;
    sumador4b sum4ins1(
        .a(baterias[15:12]),
        .b(baterias[11:8]),
        .sum(sum1[3:0]),
        .cout(sum1[4])
    );
    sumador4b sum4ins2(
        .a(baterias[7:4]),
        .b(baterias[3:0]),
        .sum(sum2[3:0]),
        .cout(sum2[4])
    );
    sumador8b sum8ins2(
        .a(sum1[4:0]),
        .b(sum2[4:0]),
        .sum(sum_case1[7:0]),
        .cout(sum_case1[8])
    );
    always @(*) begin
        if (sel == 1'b0)
            sum = sum_case0;
        else
            sum = sum_case1;
    end
endmodule
module sumador1b(a, b, cin, sum, cout);
    input a, b, cin;
    output sum, cout;
    assign sum = cin ^ (a ^ b);  
    assign cout = (cin & (a ^ b)) | (a & b);
endmodule
module sumador4b_cin(a, b, sum, cin, cout);
    input [3:0] a, b;
    input cin;
    output [3:0] sum;
    output cout;
    wire [2:0] ctem;
    sumador1b bit1(a[0], b[0], cin, sum[0], ctem[0]);
    sumador1b bit2(a[1], b[1], ctem[0], sum[1], ctem[1]);
    sumador1b bit3(a[2], b[2], ctem[1], sum[2], ctem[2]);
    sumador1b bit4(a[3], b[3], ctem[2], sum[3], cout);
endmodule
module sumador4b(a, b, sum, cout);
    input [3:0] a, b;
    output [3:0] sum;
    output cout;
    sumador4b_cin bits(
        .a(a[3:0]),
        .b(b[3:0]),
        .cin(1'b0),
        .sum(sum[3:0]),
        .cout(cout)
    );
endmodule
module sumador8b(a, b, sum, cout);
    input [7:0] a, b;
    output [7:0] sum;
    output cout;
    wire ctem;
    sumador4b bits1_4(
        .a(a[3:0]),
        .b(b[3:0]),
        .sum(sum[3:0]),
        .cout(ctem)
    );
    sumador4b_cin bits5_8(
        .a(a[7:4]),
        .b(b[7:4]),
        .sum(sum[7:4]),
        .cout(cout),
        .cin(ctem)
    );
endmodule
module sync(sel_t,baterias, clock, ssg, nseg,light);
    input [15:0] baterias;
    input sel_t;
    input clock;
    wire [8:0] sum;
    output [6:0] ssg;
    output [3:0] nseg;
    output [2:0] light;
    wire clock1ms;
    wire [3:0] b2BCD;
    reg sel;
    initial begin
        sel = 0;
    end
    always @(posedge sel_t ) begin
        sel <= sel +1;
    end
    sumador sum1ns(.sel(sel),.baterias(baterias),.sum(sum));
    clockdiv #(50_000) cl62hz(.clkin(clock), .clkout(clock1ms));
    bin2BCD  decbin(.sum(sum), .bcd(b2BCD), .clk(clock1ms), .nseg(nseg));
    BCDssg   sseg(.BCD(b2BCD), .ssg(ssg));        
    alarmas alarmas1ns(.sel(sel),.sum(sum),.out(light));
endmodule
```
**./run.sh**
```bash
#!/bin/bash
# OpenROAD 26Q1-2900-gdf79404cd8, Yosys 0.63+post, stock flow scripts
make -C /OpenROAD-flow-scripts/flow DESIGN_CONFIG=/design/flow/config.mk WORK_HOME=/design/flow/orfs finish
```
**./config.mk**
```make
export PLATFORM = sky130hd
export DESIGN_NAME = sync
export DESIGN_NICKNAME = sync
export VERILOG_FILES = /design/flow/design.v
export SDC_FILE = /design/flow/constraint.sdc
export NUM_CORES = 4
export LEC_CHECK = 1
export CORE_UTILIZATION = 50
```
**./constraint.sdc**
```tcl
current_design sync

set clk_period 6.0
set clk_io_pct 0.2

create_clock -name clk0 -period $clk_period [get_ports {clock}]
create_clock -name clk1 -period $clk_period [get_ports {sel_t}]

set non_clock_inputs [all_inputs -no_clocks]
set_input_delay [expr $clk_period * $clk_io_pct] -clock clk0 $non_clock_inputs
set_output_delay [expr $clk_period * $clk_io_pct] -clock clk0 [all_outputs]
```
==> run summary <==
Results of the run.

The flow ran to the end, and the final reports show no timing, DRC or antenna violations. Walking the worst path, the cells encountered are buf_6 -> ha_4 -> fa_2 -> inv_2 -> fa_2 -> inv_2 -> fa_2 -> inv_2 -> fa_2 -> inv_2 -> fa_2 -> inv_2 -> fa_2 -> inv_2 -> fa_1 -> and2b_2 -> buf_6 -> a31o_4 -> nor2_2 -> a21oi_1 -> buf_2. The stat command in Yosys gives a chip area of 4160 um2. In the placement report, post-DP HPWL is listed as 7500 um.

Clock tree synthesis selected as its root buffer the cell sky130_fd_sc_hd__clkbuf_8. The number of max-cap violations is 0. The cell type of the slowest stage on the worst timing path is sky130_fd_sc_hd__fa_1.

In this run the deepest clock path goes through 2 buffers. The type of origin of the critical path is an input port. The setup slack on the worst flop-to-flop path is 3700 ps. OpenSTA, run right after detailed placement, puts the worst setup slack at -925 ps. The number of global-route vias before repair is 3444. The number of non-filler instances in the completed layout is 672.

The setup path with the least slack is of type in -> out. The capturing element type of the critical path is a primary output. The core region is 7890 um2. The final max-slew violation count is 0.

The timer found 10 register pins that no clock reaches; their paths are not timed. The count of library flops with an enable pin is 0. 21 endpoints have no timing constraint. The synthesized netlist occupies a cell area of 4160 um2. The CTS tree is done. The library cells used most frequently in the layout, excluding fill and tap cells, are sky130_fd_sc_hd__inv_1, sky130_fd_sc_hd__nand2_1, sky130_fd_sc_hd__dfxtp_1, sky130_fd_sc_hd__buf_4, sky130_fd_sc_hd__nor2_1. The first global-routing pass estimated 16600 um of wire. Summing over the stages, the warning tally comes to 41. According to the timing report, the arrival time at the worst endpoint equals 4650 ps. According to the hold report, the worst path is of the reg -> reg type.

Cells with a size suffix above 1 make up 20.4% of the layout. Summing the sequential cell areas from Yosys gives 18.8% of the chip area. Setup repair after global routing left no endpoint under its margin. The number of standard-cell rows in the floorplan is 32. The length of the first detailed-routing pass in iterations is 4.

The synthesis report lists the Yosys warning total as 9. Per the finish-stage timing summary, setup violations number 0. A synthesized cell averages 8.04 um2. In this run, placement finished with an instance count of 665. The area growth from synthesis to layout is 18.8%.

The average wire length per cell after detail routing is 14.4 um. The DRC marker count from the first detailed-route iteration is 194. Before placement the cells fill 52.8% of the core. The number of failing hold endpoints at the final stage is 0. Dividing the detail-routed via count by the number of cells gives 5.57. During I/O placement, the number of pins put on the boundary was 32. The congestion estimate from routability-driven global placement came to 0.958.

The critical path in the final layout is reported with a setup slack of 151 ps. The instance tally after logic synthesis is 518. From left edge to right edge, the die measures 93.2 um.

The DRC violations left is 0. The critical path's largest stage delay is 490 ps. The total CTS buffers is 3. The slew at the pin closest to its max-slew limit is 691 ps. The dominant logic cell type in the layout is sky130_fd_sc_hd__inv_1. As logged by OpenROAD, the buffers inserted on ports number 30. The height of the die is 93.2 um.

Of all flip-flops after synthesis, the portion carrying an async set or reset was 0%. Across the routed clock network, the largest skew measured is 10.2 ps. Per the timing report, the biggest fanout along the worst path comes to 2. The highest supply drop recorded on VDD is 0.000138 V. The number of antenna violations at the first check in global routing is 0. Per the OpenROAD floorplan log, the area of the die is 8690 um2.

Yosys reported a register bit count of 39. Dividing total power by cell area gives a power density of 260 nW/um2. Per the slew report, the remaining headroom to the max-slew limit stands at 53.5%. Counting distinct cell types in the post-synthesis netlist gives 83. The wire length recorded after detailed routing is 9710 um.

The hold-fix buffer count after cts is 0. Summed over all layers, the global routing overflow is 0. For this design, Yosys synthesis ends with a cell count of 518. The remaining antenna violation count is 0. The overall track demand over capacity in global routing is 24.3%. The number of antenna repair diodes is 0.

The main flop type after synthesis is sky130_fd_sc_hd__dfxtp_1. Entering global routing, the biggest net connects 35 pins. Data on the critical path is required at its endpoint by 4800 ps. The detailed router placed 3745 vias in this run. The leakage power is 1.99 nW.

The clock transition at the registers of the reported paths is 100 ps. In this run the number of H-tree levels came out at 1.
==> flip-flops by register name (all words and copies together) (netlist names) <==
register	cells
cl62hz.clkout	1
cl62hz.count	27
decbin.bcd	4
decbin.nseg	4
decbin.sel	2
sel	1
==> synthesized netlist by cell type (4+ instances only) <==
| master | count | area (um2) |
|---|---|---|
| sky130_fd_sc_hd__a211o_1 | 4 | 35.0 |
| sky130_fd_sc_hd__a21boi_0 | 4 | 30.0 |
| sky130_fd_sc_hd__a21oi_1 | 16 | 80.1 |
| sky130_fd_sc_hd__a22o_1 | 4 | 35.0 |
| sky130_fd_sc_hd__a31oi_1 | 4 | 25.0 |
| sky130_fd_sc_hd__and2_1 | 5 | 31.3 |
| sky130_fd_sc_hd__buf_2 | 7 | 35.0 |
| sky130_fd_sc_hd__clkbuf_1 | 11 | 41.3 |
| sky130_fd_sc_hd__dfxtp_1 | 39 | 781 |
| sky130_fd_sc_hd__fa_1 | 19 | 380 |
| sky130_fd_sc_hd__ha_1 | 24 | 300 |
| sky130_fd_sc_hd__inv_1 | 54 | 203 |
| sky130_fd_sc_hd__mux2_2 | 7 | 78.8 |
| sky130_fd_sc_hd__mux2i_1 | 6 | 60.1 |
| sky130_fd_sc_hd__nand2_1 | 41 | 154 |
| sky130_fd_sc_hd__nand2b_1 | 9 | 56.3 |
| sky130_fd_sc_hd__nand3_1 | 20 | 100 |
| sky130_fd_sc_hd__nand3b_1 | 5 | 37.5 |
| sky130_fd_sc_hd__nand4_1 | 9 | 56.3 |
| sky130_fd_sc_hd__nor2_1 | 40 | 150 |
| sky130_fd_sc_hd__nor2b_1 | 10 | 62.6 |
| sky130_fd_sc_hd__nor3_1 | 23 | 115 |
| sky130_fd_sc_hd__nor4_1 | 5 | 31.3 |
| sky130_fd_sc_hd__o21a_1 | 8 | 60.1 |
| sky130_fd_sc_hd__o21ai_0 | 21 | 105 |
| sky130_fd_sc_hd__o22ai_1 | 9 | 56.3 |
| sky130_fd_sc_hd__xnor2_1 | 26 | 228 |
| sky130_fd_sc_hd__xor2_1 | 9 | 78.8 |
==> critical path, delay by kind of cell <==
kind	cells	cell delay, ps
AND/OR/NAND/NOR	2	340
AND-OR/OR-AND	2	260
adder cells (fa/ha/maj)	8	2200
buffers and inverters	9	650
==> logic make-up after synthesis <==
logic type      after synthesis  share of synthesized area, %
xor+xnor                     36                          7.75
mux                          14                          3.88
compound gates              120                          21.8
fa+ha+maj                    44                          16.6
flops                        39                          18.8
buf+inv                      76                          7.42
simple gates                189                          23.8
==> cell type report <==
type                            count  area [um2]
Multi-Input combinational cell    403        3170
Fill cell                         668        2940
Sequential cell                    39         781
Timing Repair Buffer               70         592
Inverter                           54         203
Tap cell                          102         128
Clock buffer                        3        41.3
Clock inverter                      1        30.0
==> metrics by stage <==
step / instance area, um2 / TNS [ps] / total power, mW / utilization [%] / hold slack [ps]
after floorplan: 4160 / 0 / 0.884 / - / 435
after global placement: 4760 / -2170 / 1.10 / 60.4 / 448
after detailed placement: 4760 / -2290 / 1.10 / 60.4 / 456
after CTS: 4920 / -13.8 / 1.28 / 62.3 / 470
after global routing: 4940 / 0 / 1.41 / 62.7 / 479
final: 4940 / 0 / 1.28 / 62.7 / 472
==> final timing paths <==
kind / start / to / cells after the start
worst max-delay path: baterias[8] / light[1] / 21
worst min register to register: cl62hz.count[26]$_SDFF_PN0_ / cl62hz.count[26]$_SDFF_PN0_ / 1
max in group clk1: sel$_DFF_P_ / sel$_DFF_P_ / 2
min in group clk1: sel$_DFF_P_ / sel$_DFF_P_ / 2
worst max register to register: cl62hz.count[0]$_SDFF_PN0_ / cl62hz.clkout$_DFF_P_ / 7
worst min-delay path: cl62hz.count[26]$_SDFF_PN0_ / cl62hz.count[26]$_SDFF_PN0_ / 1
==> power breakdown <==
part / switching (mW) / leakage, nW / internal [mW]
Combinational: 0.514 / 1.64 / 0.430
Sequential: 0 / 0.315 / 0.195
Clock: 0.0562 / 0.0357 / 0.0893
Total: 0.571 / 1.99 / 0.714
==> metal layers <==
layer	track usage [%]	wire [um]	vias to the layer above
met5	0	0	-
met4	0.385	17	0
met3	2.73	406	2
met2	34.4	4000	91
met1	42.7	5290	1712
li1	-	-	1940
==> what timing repair did <==
item | CTS | global route
pin swaps | 13 | 15
setup buffers | 3 | 2
endpoints found under the setup margin | 3 | 3
resized | 52 | 16
Power and IR drop assume default switching activity.
